## design/flow/design.v

```verilog
module blink(clk,
             on);
   input clk;
   output reg on = 0;
   reg [63:0] tick = 1;
   always @(posedge clk) begin
      tick = tick + 1;
      if (tick == 100000000) begin
         on <= !on;
         tick <= 1;
      end
   end
endmodule  
```

## design/flow/config.mk

```make
export PLATFORM = sky130hd
export DESIGN_NAME = blink
export DESIGN_NICKNAME = blink
export VERILOG_FILES = /design/flow/design.v
export SDC_FILE = /design/flow/constraint.sdc
export NUM_CORES = 4
export LEC_CHECK = 1
export CORE_UTILIZATION = 30
```

## design/flow/run.sh

```bash
#!/bin/bash
# OpenROAD 26Q1-2900-gdf79404cd8, Yosys 0.63+post, stock flow scripts
make -C /OpenROAD-flow-scripts/flow DESIGN_CONFIG=/design/flow/config.mk WORK_HOME=/design/flow/orfs finish
```

## design/flow/constraint.sdc

```tcl
current_design blink

set clk_period 12.2
set clk_io_pct 0.2

create_clock -name clk0 -period $clk_period [get_ports {clk}]

set non_clock_inputs [all_inputs -no_clocks]
set_input_delay [expr $clk_period * $clk_io_pct] -clock clk0 $non_clock_inputs
set_output_delay [expr $clk_period * $clk_io_pct] -clock clk0 [all_outputs]
```

==> flow_summary.toml <==
# physical design summary
[clocking]
clock.latency.late_pin_ps = 330
ctsResizeCount = 0
postCtsHoldBufs = 0
cts_setup_buffers = 0
cts_buffer_depth = 2
cts_root_buffer = "clkbuf_16"
cts_buffers = 9
cts.sinks = 65
clkTransAtPathRegs_ps = 50
cts_tree = "yes"
cts_htree_levels = 3

[setup_path]
startpoint_type = "flip-flop"
crit_type = "flip-flop to flip-flop"
reg2reg_depth = 9
crit_top_cell = "nand3_1"
rrSetupSlack_ps = 8170
critPathMaxStageDelay_ps = 930
critPathCaptureType = "flip-flop"
critical_path_required_ps = 12430
path_cells = "nand3_1 > or4_1 > nor4_1 > nand3_1 > xnor2_1 > or3_1 > nor4_4 > buf_4 > o21ba_1"
r2r-end = "tick[13]$_SDFF_PN0_"
arrival_ps = 4250
slowest_stage = "or4_1"
crit_family = "simple AND/OR/NAND/NOR gates"
r2r_start = "tick[2]$_SDFF_PN0_"
crit_buf_inv = 1
crit_fanout = 15

[worst_hold_path]
worstHoldStart = "tick[0]$_SDFF_PN1_"
hold_path_end = "tick[0]$_SDFF_PN1_"
holdPathStages = 1
hold_path_class = "flip-flop to flip-flop"

[synthesis]
avgSynthCellArea_um2 = 8.28
ys_types = 61
synth_stat.cells = 475
synth_flop_count = 65
ys_area_um2 = 3930
yosys-top-cells-area = "dfxtp_1 33%, xnor2_1 8.0%, nand4_1 6.8%"
syn_inst = 475
synth-main-ff-cell = "dfxtp_1"
synth_dominant_cell_count = "dfxtp_1"
yosys.area.top_type = "dfxtp_1"
async_flop_share_pct = 0
edf_count = 1
yosys.stat.seqShare_pct = 33.3
yosys.area.top_type_share_pct = 32.6
top_cells_by_count = "64 x dfxtp_1, 43 x nand4_1, 42 x nor4_1"
syn_area_um2 = 3930
yosys_warnings = 1

[sta]
min_period_ps = 4030
tightest_slew_ps = 820
period_used_pct = 33.0
skew_ps = 7.13
maxSlewViolCount = 0
grt_setup_unrepaired = "false"
fmax_mhz = 248
hold_viol = 0
setup_viol = 0
fin_tns_setup_ps = 0
hold_ws_ps = 425
slew_headroom_pct = 44.8
fin_ws_ps = 8170

[placement]
pre_cts_ws_ps = 8380
dp_hpwl_um = 8150
place_congestion = 0.947
portBuffers = 1
placed_area_um2 = 4060

[routing]
drt_iter0_drc = 272
diodes = 0
wl_per_cell_um = 17.0
drt_wl_total_um = 10900
viasPerCell = 5.73
route.vias.total = 3684
postRouteAntennaNets = 0
first_pass_iters = 6
drc = 0

[job]
warnings = 25
maxCapViolations = 0

[floorplan]
fp_util_pct = 30.9
pin_count = 2
die_w_um = 116
die_h_um = 116
core_um2 = 12700
row_count = 41
fp.dieArea_um2 = 13600

[global_route]
grt_overflow = 0
antenna_found_initial = 0
grt_max_degree = 24
first_global_vias = 3417
grt_pass1_wl_um = 17900
grt_use_total_pct = 17.4

[power]
peakVddDrop_mv = 0.0708
p_leak_uw = 0.00137
power_uw = 465
cellPowerDensity_nw_per_um2 = 107

[final_layout]
drive_above_1_share_pct = 9.34
comb_area_um2 = 2410
final.fill_count = 1355
flop_area_um2 = 1310
synthToLayoutAreaGrowth_pct = 10.5
final_area_um2 = 4350

[run_status]
outcome = "finished clean"
-- sequential cells by signal (all words and copies together), names as in the netlist --
| register | count |
|---|---|
| on | 1 |
| tick | 64 |
-- routing by layer --
metal	GRT usage [%]	vias to the layer above	routed length [µm]
met4	3.33	0	259
met3	5.76	23	1130
met2	26.2	181	4630
li1	-	1776	-
met1	24.8	1704	4880
met5	0	-	0
-- metrics by stage --
| stage | util (%) | std cells |
|---|---|---|
| 6_report | 34.2 | 643 |
| 5_1_grt | 34.2 | 643 |
| 4_1_cts | 34.2 | 643 |
| 3_5_place_dp | 31.9 | 627 |
| 3_3_place_gp | 31.9 | 627 |
| 2_1_floorplan | - | 475 |
-- power breakdown --
| part | total [µW] | switching [µW] | internal, µW |
|---|---|---|---|
| Clock | 252 | 88.9 | 163 |
| Combinational | 0.000700 | 0 | 0 |
| Sequential | 213 | 0 | 213 |
-- cell type report --
| class | instances | area share (%) |
|---|---|---|
| clock buffers | 13 | 5.76 |
| inverters | 22 | 1.90 |
| flip-flops and latches | 65 | 30.2 |
| multi-input cells | 364 | 55.6 |
| repair buffers | 4 | 0.748 |
| well taps | 172 | 4.95 |
| clock inverters | 3 | 0.921 |
-- cell usage in the layout, fill, tap and decap left out, types with 3 or more instances in the layout --
cell	synthesis	final
o211ai_1	3	3
nand4b_1	4	4
buf_4	0	3
nand2b_1	4	4
dfxtp_1	64	64
nor4_4	3	3
a21boi_0	3	3
or4_1	6	6
o31a_1	8	8
and3_1	11	11
o21ai_0	5	5
and4_1	5	5
nand3_1	25	25
inv_1	22	22
or2_2	7	7
nor3_1	21	21
nor2_2	10	10
clkbuf_16	0	9
clkbuf_1	11	3
or3_1	10	10
nor2_1	22	22
a21oi_1	5	5
xor2_1	11	11
nor4_1	42	42
and2_1	5	5
xnor2_1	36	36
a211oi_1	4	4
nand4_1	43	43
o21a_1	3	3
nand2_1	30	30
and4b_1	3	3
-- worst max-delay path by stage --
| stage | to | startpoint | slack, ps | depth (start not counted) |
|---|---|---|---|---|
| after CTS | tick[13]$_SDFF_PN0_ | tick[2]$_SDFF_PN0_ | 8320 | 9 |
| after global routing | tick[13]$_SDFF_PN0_ | tick[2]$_SDFF_PN0_ | 7950 | 9 |
| final | tick[13]$_SDFF_PN0_ | tick[2]$_SDFF_PN0_ | 8170 | 9 |
-- kinds of logic after synthesis --
family,Yosys count,share of synthesized area (%)
adders and majority gates,1,0.318
DFF,65,33.3
xor gates and xnor gates,47,10.5
and+or+nand+nor,268,41.5
buffers and inverters,46,5.25
AOI/OAI and AO/OA,48,9.16
Power and IR drop assume default switching activity.
